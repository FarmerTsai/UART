[config.mk]
export PLATFORM = sky130hd
export DESIGN_NAME = uart
export DESIGN_NICKNAME = uart
export VERILOG_FILES = /design/flow/design.v
export SDC_FILE = /design/flow/constraint.sdc
export NUM_CORES = 4
export LEC_CHECK = 1
export CORE_UTILIZATION = 40
[constraint.sdc]
current_design uart

set clk_period 6.5
set clk_io_pct 0.2

create_clock -name clk0 -period $clk_period [get_ports {clk}]

set non_clock_inputs [all_inputs -no_clocks]
set_input_delay [expr $clk_period * $clk_io_pct] -clock clk0 $non_clock_inputs
set_output_delay [expr $clk_period * $clk_io_pct] -clock clk0 [all_outputs]
[design.v]
`timescale 1ns/1ps
module uart_tx (
    input clk,  
    input rst_n,  
    input tx_en,
    input [7:0] tx_data,
    input [7:0] DIV,
    output reg uart_txd,  
    output reg tx_done  
);
parameter IDLE = 0;
parameter START = 1;
parameter SEND = 2;
parameter STOP = 3;
reg [1:0] cur_state, next_state;
reg [31:0] count;
reg [3:0] bit_cnt;  
always@(posedge clk or negedge rst_n ) begin
    if(!rst_n) begin
        cur_state <= IDLE;
    end else begin
        cur_state <= next_state;
    end
end
always@(*) begin
    case (cur_state)
        IDLE: begin
            if(tx_en)
                next_state = START;
            else
                next_state = IDLE; 
        end
        START: begin
            if(count == DIV - 1)
                next_state = SEND;
            else
                next_state = START; 
        end
        SEND:begin
            if(bit_cnt == 7 && count == DIV - 1)
                next_state = STOP;
            else
                next_state = SEND;
        end
        STOP: begin
            if(count == DIV - 1)
                next_state = IDLE;
            else
                next_state = STOP; 
        end
        default: next_state = IDLE;
    endcase
end
always @(posedge clk or negedge rst_n) begin
    if(!rst_n)
        count <= 0;
    else if(cur_state != IDLE) begin
        if(count == DIV - 1)
            count <= 0;
        else
            count <= count + 1; 
    end else
            count <= 0;
end
always @(posedge clk or negedge rst_n) begin
    if(!rst_n)
        bit_cnt <= 0;
    else if(cur_state == SEND && count == DIV -1)
        bit_cnt <= bit_cnt + 1;
    else if(cur_state != SEND)
        bit_cnt <= 0;
end
always @(posedge clk or negedge rst_n) begin
    if(!rst_n)
        uart_txd <= 1;
    else begin
        case(cur_state)
            IDLE: begin
                uart_txd <= 1;
            end
            START: begin
                uart_txd <= 0;
            end
            SEND: begin
                if(bit_cnt < 8)
                    uart_txd <= tx_data[bit_cnt];
                else
                    uart_txd <= 1;
            end
            STOP: begin
                uart_txd <= 1;
            end
            default: uart_txd <= 1;
        endcase
    end
end
always @(posedge clk or negedge rst_n) begin
    if(!rst_n) begin
        tx_done <= 1'b0;
    end
    else if(cur_state == STOP && count == DIV - 1) begin
        tx_done <= 1'b1;
    end
    else
        tx_done <= 1'b0; 
end
endmodule
module uart_rx(
    input clk,
    input rst_n,
    input uart_rxd,  
    input [7:0] DIV,
    output reg [7:0] rx_data,  
    output reg rx_ready  
);
parameter IDLE = 0;
parameter START = 1;
parameter RECEIVE = 2;
parameter STOP = 3;
reg [1:0] cur_state, next_state;
reg [31:0] count;
reg [3:0] bit_cnt;  
reg parity_bit;
reg uart_rxd_d;
wire uart_rxd_neg = (uart_rxd_d == 1 && uart_rxd == 0);  
always @(posedge clk or negedge rst_n) begin
    if(!rst_n)
        uart_rxd_d <= 1;
    else
        uart_rxd_d <= uart_rxd;
end
always @(posedge clk or negedge rst_n) begin
    if(!rst_n)
        cur_state <= IDLE;
    else
        cur_state <= next_state;
end
always @(*) begin
    case(cur_state)
        IDLE: begin
            if(uart_rxd_neg)  
                next_state = START;
            else
                next_state = IDLE;
        end
        START: begin
            if(count == DIV - 1)
                next_state = RECEIVE;
            else
                next_state = START; 
        end
        RECEIVE: begin
            if(bit_cnt == 7 && count == DIV - 1)  
                next_state = STOP;
            else
                next_state = RECEIVE; 
        end
        STOP: begin
            if(count == DIV - 1 && uart_rxd == 1'b1)
                next_state = IDLE;
            else
                next_state = STOP;                
        end 
        default: next_state = IDLE;
    endcase
end
always @(posedge clk or negedge rst_n) begin
    if(!rst_n)
        count <= 0;
    else if(cur_state != IDLE) begin
        if(count == DIV - 1)
            count <= 0;
        else
            count <= count + 1; 
    end else
        count <= 0;
end
always @(posedge clk or negedge rst_n) begin
    if(!rst_n)
        bit_cnt <= 0;
    else if(cur_state == RECEIVE && count == DIV - 1 && bit_cnt < 8)
        bit_cnt <= bit_cnt + 1;
    else if(cur_state == STOP && count == DIV - 1)
        bit_cnt <= 0;
end
always @(posedge clk or negedge rst_n) begin
    if(!rst_n) begin
        rx_data <= 0;
    end
    else if(cur_state == RECEIVE && count == DIV/2 - 1) begin
        if(bit_cnt < 8)
            rx_data[bit_cnt] <= uart_rxd;
    end
end
always @(posedge clk or negedge rst_n) begin
    if(!rst_n) begin
        rx_ready <= 0;
    end
    else if (cur_state == STOP && count == DIV - 1 && uart_rxd == 1'b1) begin  
        rx_ready <= 1;
    end
    else
        rx_ready <= 0;
end
endmodule
module uart(clk, rst_n, DIV, tx_en, tx_data, uart_txd, uart_rxd, rx_data, rx_ready, tx_done);
    input clk;
    input rst_n;
    input [7:0] DIV;
    input tx_en;
    input [7:0] tx_data;
    input uart_rxd;
    output uart_txd;
    output [7:0] rx_data;
    output rx_ready;
    output tx_done;
    uart_tx dut_tx(
        .clk(clk),
        .rst_n(rst_n),
        .DIV(DIV),
        .tx_en(tx_en),
        .tx_data(tx_data),
        .uart_txd(uart_txd),
        .tx_done(tx_done)
    );
    uart_rx dut_rx(
        .clk(clk),
        .rst_n(rst_n),
        .DIV(DIV),
        .uart_rxd(uart_rxd),
        .rx_data(rx_data),
        .rx_ready(rx_ready)
    );
endmodule
[run.sh]
#!/bin/bash
# OpenROAD 26Q1-2900-gdf79404cd8, Yosys 0.63+post, stock flow scripts
make -C /OpenROAD-flow-scripts/flow DESIGN_CONFIG=/design/flow/config.mk WORK_HOME=/design/flow/orfs finish
==> out/qor.yml <==
synthesis:
  topCellsByArea: "dfrtp_1, xnor2_1, xor2_1, nor2_1, ha_1"
  ys_cells: 553
  synth_cell_types: 63
  adder_share_pct: 3.57
  ff_type: "dfrtp_1"
  synth.logic.top_family: "simple AND/OR/NAND/NOR gates"
  aoi_share_pct: 6.48
  avgSynthCellArea_sq_um: 9.50
  top_cell_area_share_pct: 41.0
  ys_warn_count: 2
  ys_top_cells_by_count: "nor2_1, dfrtp_1, xnor2_1"
  syn_inst: 553
  ys_seq_share_pct: 42.0
  ys_async_sr_fraction_pct: 100
  ys_area_sq_um: 5250
  enable_flop_cells: 0
  synth_top_cell_by_count: "nor2_1"
  synth-xor-area-share_pct: 15.3
  largest_area_cell: "dfrtp_1"
  ys_sh_simple_pct: 25.8
  synth_flops: 88
  netlist_area_sq_um: 5250
  mux_area_share_pct: 2.07
clock_tree:
  h-tree-depth: 3
  clock-sinks: 88
  clk_pin_slew_worst_paths_ps: 70
  hold_buffers: 0
  post_cts_buffers: 0
  clock-root-buffer: "clkbuf_16"
  cts_inserted_buffers: 9
  cts_tree: "built"
  cts_buffer_depth: 2
  insertion_delay_ps: 340
  cts_resized: 0
floorplan:
  core_region_area_sq_um: 12700
  num_rows: 41
  die_h_um: 117
  ios: 31
  fp_util_pct: 41.3
  die_area_sq_um: 13600
  die_w_um: 117
power_and_ir_drop:
  p_seq_share_pct: 46.8
  leakage_nw: 2.36
  power_frac_comb_pct: 12.1
  sw_frac_of_total_pct: 26.2
  cellInternalPower_w: 0.000926
  fin_total_pwr_w: 0.00126
  powerDensity_nw_per_um2: 212
  clockPowerShare_pct: 41.1
  p_sw_w: 0.000329
  ir_drop_uv: 112
critical_path:
  crit_path_end_kind: "flop"
  cp-startpoint: "DIV[2]"
  arrival_ps: 4170
  reg2reg_setup_slack_ps: 3760
  worstPathMaxFanout: 32
  setup.worst_path.end: "dut_rx.count[11]"
  r2r_end: "dut_rx.count[11]"
  worstRegToRegCells: 8
  startpoint_type: "input port"
  critPathKind: "input port to flop"
  r2r_start: "dut_rx.count[8]"
  crit_required_ps: 6710
timing:
  finalCritPeriodShare_pct: 60.8
  rsz0062_at_grt: "no"
  max_freq_mhz: 253
  final_max_slew_viol_count: 0
  slew_headroom_pct: 55.8
  fin_ws_ps: 2550
  hold_viol: 0
  tightest_slew_ps: 663
  min_period_ps: 3950
  skew_ps: 7.40
  setup_viol_count_final: 0
  setup_tns_ps: 0
global_routing:
  grt_max_degree: 55
  grt_pass1_vias: 3598
  overflow: 0
  globalRouteTotalUtil_pct: 16.6
  grt_pass1_wl_mm: 17.7
  antenna_found_initial: 0
drt:
  drc_errors: 0
  vias: 3870
  routed_wl_mm: 10.1
  drt_iter0_markers: 201
  viasPerCell: 5.17
  ant_nets: 0
  antennaDiodeCount: 0
  firstDrtPassIters: 4
  post_drt_wl_per_cell_um: 13.5
placement:
  place_congestion: 0.822
  place_worst_setup_slack_ps: 2190
  port_buffers: 30
  dp_hpwl_mm: 7.11
cells_and_area:
  drive_gt1_share_pct: 6.76
  nFillCells: 1179
  synthToLayoutAreaGrowth_pct: 12.7
  final_util_pct: 46.5
flow_run:
  drv_cap: 0
  tool_warnings: 33
min_path:
  hold_path_class: "flop to flop"
outcome:
  status: "complete, no violations"
[routing by layer]
layer,up-vias,global-route usage [%],wire length (um)
met1,1861,27.6,5150
met2,64,23.9,4300
met5,-,0,0
li1,1938,-,-
met4,0,1.77,113
met3,7,3.17,528
[registers in the layout (all words and copies together) (netlist names)]
register	flops
dut_rx.count	32
dut_tx.count	32
dut_rx.rx_data	8
dut_rx.bit_cnt	4
dut_tx.bit_cnt	4
dut_rx.cur_state	2
dut_tx.cur_state	2
dut_rx.rx_ready	1
dut_rx.uart_rxd_d	1
dut_tx.tx_done	1
dut_tx.uart_txd	1
[logic make-up (layout without fill, tap and decap cells)]
logic type / Yosys count / after routing
AND-OR/OR-AND: 48 / 48
XOR/XNOR: 90 / 90
adder cells (fa/ha/maj): 15 / 15
buffers and inverters: 49 / 73
flip-flops: 88 / 88
multiplexers: 8 / 8
AND/OR/NAND/NOR: 255 / 255
[worst min path at each step]
stage                startpoint           endpoint  slack (ps)  cells past startpoint
global route  dut_rx.rx_data[4]  dut_rx.rx_data[4]         530                      1
finish        dut_rx.rx_data[4]  dut_rx.rx_data[4]         480                      1
CTS           dut_rx.rx_data[4]  dut_rx.rx_data[4]         490                      1
[critical path, stage by stage]
cell	delay, ps
clkdlybuf4s50_1	520
inv_1	120
ha_1	270
nor4b_1	350
xnor2_1	220
xor2_1	170
o2111ai_1	160
nor4_4	490
a21o_1	140
buf_4	320
nor2_1	100
[stage by stage]
| step | hold slack, ps | instances | area, sq um |
|---|---|---|---|
| CTS | 492 | 749 | 5920 |
| global placement | 471 | 733 | 5620 |
| detailed placement | 477 | 733 | 5620 |
| floorplan | 433 | 553 | 5250 |
| finish | 483 | 749 | 5920 |
| global route | 529 | 749 | 5920 |
[final cells by class]
| cell class | count | area [sq um] | share of cell area (%) |
|---|---|---|---|
| multi-input combinational | 416 | 2790 | 47.2 |
| sequential | 88 | 2200 | 37.2 |
| timing repair buffer | 33 | 320 | 5.41 |
| clock buffer | 10 | 229 | 3.87 |
| tap | 172 | 215 | 3.63 |
| inverter | 24 | 90.1 | 1.52 |
| clock inverter | 6 | 68.8 | 1.16 |
[power groups by stage]
stage	Combinational [W]	Sequential (W)	Clock, W
after CTS	0.000155	0.000587	0.000529
after global routing	0.000172	0.000591	0.000550
final	0.000152	0.000587	0.000516
[cells in the final DEF, fill, tap and decap left out, types with 3 or more instances in the layout]
| cell type | Yosys | final |
|---|---|---|
| clkdlybuf4s50_1 | 0 | 29 |
| o31ai_1 | 6 | 6 |
| and4_1 | 9 | 9 |
| a21oi_1 | 8 | 8 |
| a31oi_1 | 6 | 6 |
| mux2i_1 | 3 | 3 |
| and3_1 | 9 | 9 |
| clkbuf_16 | 0 | 9 |
| nand4_1 | 19 | 19 |
| nor2_1 | 92 | 92 |
| inv_1 | 24 | 24 |
| buf_4 | 5 | 4 |
| o211ai_1 | 3 | 3 |
| ha_1 | 15 | 15 |
| and2_1 | 8 | 8 |
| dfrtp_1 | 86 | 86 |
| nand2b_1 | 3 | 3 |
| nor2b_1 | 4 | 4 |
| xor2_1 | 41 | 41 |
| nand3_1 | 36 | 36 |
| nor4_1 | 16 | 16 |
| nor3_1 | 7 | 7 |
| o21ai_0 | 9 | 9 |
| xnor2_1 | 48 | 48 |
| nand2_1 | 31 | 31 |
